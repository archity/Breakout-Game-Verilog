File: design/flow/design.v
`timescale 1ns / 1ps
module PaddleBallBricks(
    input clock, reset,
    input[9:0] pixelX, pixelY,    
    output [3:0] objRed,
    output [3:0] objGreen,
    output [3:0] objBlue,
    input btnL,
    input btnR
    );
    wire brick1, brick2, brick3, brick4, brick5;
    reg brick1_ON = 1, brick2_ON = 1, brick3_ON = 1, brick4_ON = 1, brick5_ON = 1;
    wire borderL, borderT, borderR, borderD;
    reg[3:0] redWire, greenWire, blueWire;
    parameter brickBottom = 62;
    parameter brick1_L=60, brick1_R=130;
    parameter brick2_L=180, brick2_R=250;
    parameter brick3_L=300, brick3_R=370;
    parameter brick4_L=420, brick4_R=490;
    parameter brick5_L=540, brick5_R=610;
    assign brick1 = (pixelX>=60 && pixelX<=130 && pixelY>=52 && pixelY<=62);
    assign brick2 = (pixelX>=180 && pixelX<=250 && pixelY>=52 && pixelY<=62);
    assign brick3 = (pixelX>=300 && pixelX<=370 && pixelY>=52 && pixelY<=62);
    assign brick4 = (pixelX>=420 && pixelX<=490 && pixelY>=52 && pixelY<=62);
    assign brick5 = (pixelX>=540 && pixelX<=610 && pixelY>=52 && pixelY<=62);
    assign borderL = (pixelX>=42 && pixelX<=51 && pixelY>=42 && pixelY<=471);
    assign borderT = (pixelX>=42 && pixelX<=631 && pixelY>=32 && pixelY<=42);
    assign borderR = (pixelX>=631 && pixelX<=640 && pixelY>=32 && pixelY<=480);
    assign borderD = (pixelX>=42 && pixelX<=631 && pixelY>=471 && pixelY<=480);
    reg gameOver;
    always@(posedge clock)
    begin
        if(borderL | borderT | borderR | borderD) 
        begin
            redWire <= 4'b0000;
            greenWire <= 4'b1111;
            blueWire <= 4'b0000;
        end
        else if(brick1 & brick1_ON & !gameOver) 
        begin
            redWire <= 4'b1101;
            greenWire <= 4'b1111;
            blueWire <= 4'b0100;
        end
        else if(brick2 & brick2_ON & !gameOver)
        begin
            redWire <= 4'b1101;
            greenWire <= 4'b0101;
            blueWire <= 4'b1100;
        end
        else if(brick3 & brick3_ON & !gameOver)
        begin
            redWire <= 4'b0101;
            greenWire <= 4'b1001;
            blueWire <= 4'b0001;
        end
        else if(brick4 & brick4_ON & !gameOver)
        begin
            redWire <= 4'b0110;
            greenWire <= 4'b1101;
            blueWire <= 4'b1001;
        end
        else if(brick5 & brick5_ON & !gameOver)
        begin
            redWire <= 4'b1110;
            greenWire <= 4'b1001;
            blueWire <= 4'b1001;
        end
        else if(ballWire & !gameOver)
        begin
            redWire <= 4'b1111;
            greenWire <= 4'b1111;
            blueWire <= 4'b0000;
        end
        else if(barWire & !gameOver)
        begin
            redWire <= 4'b1111;
            greenWire <= 4'b1100;
            blueWire <= 4'b0100;
        end
        else 
        begin
            redWire <= 4'b0000;
            greenWire <= 4'b0000;
            blueWire <= 4'b0000;
        end
    end
    assign objRed = redWire;
    assign objGreen = greenWire;
    assign objBlue = blueWire;
    wire sixtyHzTick;    
    localparam SPEED_POS = 1;
    localparam SPEED_NEG = -1;
    reg [9:0] ballRegX, ballRegY;
    wire [9:0] ballWireX, ballWireY;
    wire[9:0] left, right, top, bottom; 
    reg[9:0] incrementRegX, incrementRegY;
    reg[9:0] incrementWireX, incrementWireY;
    always@(posedge clock or posedge reset)
    begin
        if(reset)    
        begin
            ballRegX <= 0;
            ballRegY <= 0;
            gameOver <= 0;
        end
        else
        begin
            ballRegX <= ballWireX;
            ballRegY <= ballWireY;
            incrementRegX <= incrementWireX;
            incrementRegY <= incrementWireY;
        end
    end 
    assign sixtyHzTick = (pixelY==481) && (pixelX==0);
    assign left = ballRegX;
    assign right = left + 10 - 1;    
    assign top = ballRegY;
    assign bottom = top + 10 - 1;
    wire ball;    
    assign ball = ( (pixelX >= left) && (pixelX <=right) && (pixelY >= top) && (pixelY <= bottom) );
    assign ballWireX = (sixtyHzTick)? (ballRegX + incrementRegX) : (ballRegX);
    assign ballWireY = (sixtyHzTick)? (ballRegY + incrementRegY) : (ballRegY);
    wire brick1_Hit, brick2_Hit, brick3_Hit, brick4_Hit, brick5_Hit; 
    assign brick1_Hit = (top<brickBottom && (left>brick1_L && right<brick1_R));
    assign brick2_Hit = (top<brickBottom && (left>brick2_L && right<brick2_R));
    assign brick3_Hit = (top<brickBottom && (left>brick3_L && right<brick3_R));
    assign brick4_Hit = (top<brickBottom && (left>brick4_L && right<brick4_R));
    assign brick5_Hit = (top<brickBottom && (left>brick5_L && right<brick5_R));
    wire value;
    assign value = (brick1_Hit|brick2_Hit|brick3_Hit|brick4_Hit|brick5_Hit)?(0):(1);
    always@(*)
    begin
        if(brick1_Hit)
        begin
            brick1_ON <= value;
        end
        else if(brick2_Hit)
        begin
            brick2_ON <= value;
        end 
        else if(brick3_Hit)
        begin
            brick3_ON <= value;
        end
        else if(brick4_Hit)
        begin
            brick4_ON <= value;
        end
        else if(brick5_Hit)
        begin
            brick5_ON <= value;
        end
        else
        begin
            brick1_ON <= 1;
            brick2_ON <= 1;
            brick3_ON <= 1;
            brick4_ON <= 1;
            brick5_ON <= 1;
        end
    end
    wire[9:0] leftWireBar, rightWireBar; 
    always@(*)
    begin
        incrementWireX <= incrementRegX;
        incrementWireY <= incrementRegY;
        if(left<=52)
        incrementWireX <= SPEED_POS;
        else if(right>=630)
        incrementWireX <= SPEED_NEG;
        else if(top<=42) 
        incrementWireY <= SPEED_POS;
        else if(bottom>=460 && left>=leftWireBar && right<=rightWireBar)
        incrementWireY <=SPEED_NEG;
        else if(bottom>=470)
        gameOver <= 1;
    end
    assign ballWire = ball;
    localparam BAR_TOP = 460;  
    localparam BAR_BOTTOM = 465;  
    localparam BAR_SIZE = 64;  
    localparam BAR_STEP = 1;  
    localparam MAX_X = 640;
    localparam MAX_Y = 480;
    wire [9:0] LeftBar, rightBar;
    reg[9:0] barRegX = 10'b0000000000;
    reg[9:0] barWireX;
    always@(posedge clock or posedge reset)
    begin
        if(reset)
        begin
            barRegX <= 10'b0000000000;
        end
        else
        begin
            barRegX <= barWireX;
        end
    end
    assign leftWireBar = barRegX;
    assign rightWireBar = barRegX + BAR_SIZE;
    assign barWire = (pixelX>=leftWireBar && pixelX<=rightWireBar && pixelY>=BAR_TOP && pixelY<=BAR_BOTTOM);
    always@(*)
    begin
        if(sixtyHzTick)
        begin
            if(btnL & (leftWireBar > (0)))
            begin
                barWireX <= barRegX - BAR_STEP; 
            end
            else if(btnR & (rightWireBar < (MAX_X - BAR_STEP)))
            begin
                barWireX <= barRegX + BAR_STEP;
            end
            else barWireX <= barRegX; 
        end
    end 
endmodule
File: design/flow/run.sh
#!/bin/bash
# OpenROAD 26Q1-2900-gdf79404cd8, Yosys 0.63+post, stock flow scripts
make -C /OpenROAD-flow-scripts/flow DESIGN_CONFIG=/design/flow/config.mk WORK_HOME=/design/flow/orfs finish
File: design/flow/config.mk
export PLATFORM = sky130hd
export DESIGN_NAME = PaddleBallBricks
export DESIGN_NICKNAME = PaddleBallBricks
export VERILOG_FILES = /design/flow/design.v
export SDC_FILE = /design/flow/constraint.sdc
export NUM_CORES = 4
export LEC_CHECK = 1
export CORE_UTILIZATION = 50
File: design/flow/constraint.sdc
current_design PaddleBallBricks

set clk_period 5.2
set clk_io_pct 0.2

create_clock -name clk0 -period $clk_period [get_ports {clock}]

set non_clock_inputs [all_inputs -no_clocks]
set_input_delay [expr $clk_period * $clk_io_pct] -clock clk0 $non_clock_inputs
set_output_delay [expr $clk_period * $clk_io_pct] -clock clk0 [all_outputs]
==> metrics.txt <==
# HELP chip_impl_metric Physical implementation figures
# TYPE chip_impl_metric gauge
chip_impl_metric{name="top_level_ports",unit=""} 36
chip_impl_metric{name="worst-slew-pin-transition",unit="ns"} 0.759
chip_impl_metric{name="log.warning_count",unit=""} 34
chip_impl_metric{name="max_slew_margin",unit="%"} 49.0
chip_impl_metric{name="die_x",unit="um"} 112
chip_impl_metric{name="placed_cell_area",unit="um2"} 6510
chip_impl_info{name="unrepaired_setup_endpoints_after_global_routing",value="no"} 1
chip_impl_metric{name="grt_pass1_wl",unit="mm"} 28.1
chip_impl_metric{name="cts_inserted_buffers",unit=""} 5
chip_impl_metric{name="ys_cells",unit=""} 764
chip_impl_info{name="worst_hold_path_type",value="reg2reg"} 1
chip_impl_metric{name="final-setup-viol-count",unit=""} 0
chip_impl_info{name="final_common_cell",value="sky130_fd_sc_hd__ha_1"} 1
chip_impl_metric{name="placeableCoreArea",unit="um2"} 11700
chip_impl_metric{name="power-per-cell-area",unit="nW/um2"} 128
chip_impl_metric{name="ctsLongestPathBuffers",unit=""} 2
chip_impl_metric{name="cts_hold_buffers",unit=""} 0
chip_impl_metric{name="antenna_found_initial",unit=""} 0
chip_impl_metric{name="grt_start_max_net_pins",unit=""} 33
chip_impl_info{name="final_cell_mix",value="91 x sky130_fd_sc_hd__ha_1, 67 x sky130_fd_sc_hd__nand2_1, 61 x sky130_fd_sc_hd__inv_1, 48 x sky130_fd_sc_hd__o21ai_0, 43 x sky130_fd_sc_hd__nor2_1"} 1
chip_impl_metric{name="worst_hold_slack",unit="ns"} 0.534
chip_impl_info{name="critical-path-slowest-cell",value="sky130_fd_sc_hd__dfrtp_1"} 1
chip_impl_info{name="tritoncts_clock_tree",value="built"} 1
chip_impl_metric{name="maxCapViolCount",unit=""} 0
chip_impl_metric{name="critical-path-max-stage-delay",unit="ns"} 0.64
chip_impl_metric{name="placementRows",unit=""} 39
chip_impl_info{name="flop_cell",value="sky130_fd_sc_hd__dfrtp_1"} 1
chip_impl_metric{name="drt_pass1_iterations",unit=""} 5
chip_impl_info{name="ctsRootBufferMaster",value="sky130_fd_sc_hd__clkbuf_16"} 1
chip_impl_metric{name="place.gp.congestion",unit=""} 0.932
chip_impl_metric{name="ys_types",unit=""} 81
chip_impl_metric{name="synthCells",unit=""} 764
chip_impl_info{name="critical_path_class",value="reg2reg"} 1
chip_impl_metric{name="yosys_warnings",unit=""} 4
chip_impl_metric{name="post_cts_buffers",unit=""} 0
chip_impl_metric{name="post-route-min-period",unit="ns"} 4.25
chip_impl_metric{name="unclocked_regs",unit=""} 15
chip_impl_metric{name="finalHoldViolations",unit=""} 0
chip_impl_metric{name="final-max-slew-violation-count",unit=""} 0
chip_impl_metric{name="dr.first_iter.drc_count",unit=""} 614
chip_impl_metric{name="crit_path_max_fanout",unit=""} 14
chip_impl_metric{name="post_synth.cell_area_avg",unit="um2"} 7.99
chip_impl_metric{name="post_drt_wl_per_cell",unit="um"} 18.5
chip_impl_metric{name="period_used_share",unit="%"} 81.7
chip_impl_metric{name="timing.setup.tns",unit="ns"} 0
chip_impl_metric{name="clock_tree.htree_level_count",unit=""} 2
chip_impl_metric{name="drt_drc_violations_left",unit=""} 0
chip_impl_metric{name="first_global_vias",unit=""} 5393
chip_impl_metric{name="detail_route.antenna_diodes",unit=""} 0
chip_impl_metric{name="cts_resized",unit=""} 0
chip_impl_metric{name="edf_count",unit=""} 2
chip_impl_metric{name="power_leakage",unit="nW"} 2.96
chip_impl_metric{name="timing.fmax",unit="MHz"} 235
chip_impl_metric{name="floorplan.initialDensity",unit="%"} 52.3
chip_impl_metric{name="ys_async_sr_fraction",unit="%"} 51.7
chip_impl_metric{name="fin_ws",unit="ns"} 0.950
chip_impl_metric{name="final_antenna_net_count",unit=""} 0
chip_impl_metric{name="grt.overflow.total",unit=""} 0
chip_impl_metric{name="yosys.area.top_type_share",unit="%"} 18.7
chip_impl_metric{name="avgViaCountPerCell",unit=""} 6.35
chip_impl_metric{name="die_outline_area",unit="um2"} 12700
chip_impl_metric{name="register_area",unit="um2"} 1260
chip_impl_metric{name="power",unit="W"} 0.000860
chip_impl_metric{name="number_of_unconstrained_endpoints",unit=""} 25
chip_impl_metric{name="yosys.stat.chipArea",unit="um2"} 6100
chip_impl_info{name="cp-end-kind",value="flop"} 1
chip_impl_metric{name="multi_input_comb_area",unit="um2"} 4470
chip_impl_metric{name="gr-usage-all-layers",unit="%"} 28.8
chip_impl_metric{name="vdd.ir_drop.worst",unit="mV"} 0.151
chip_impl_metric{name="clkLatencyLatePin",unit="ns"} 0.30
chip_impl_metric{name="vias",unit=""} 5865
chip_impl_metric{name="worst-endpoint-arrival",unit="ns"} 4.24
chip_impl_metric{name="synth-seq-cells",unit=""} 58
chip_impl_metric{name="dp_hpwl",unit="mm"} 13.5
chip_impl_metric{name="layout.cell_area.non_filler",unit="um2"} 6690
chip_impl_metric{name="port-buffer-count",unit=""} 34
chip_impl_metric{name="drive_above_1_share",unit="%"} 3.07
chip_impl_metric{name="die.size.y",unit="um"} 112
chip_impl_metric{name="syn2layout_area_growth",unit="%"} 9.61
chip_impl_metric{name="clkTransAtPathRegs",unit="ns"} 0.07
chip_impl_metric{name="worst_clock_skew",unit="ns"} 0.0110
chip_impl_metric{name="detail_route.wirelength",unit="mm"} 17.1
chip_impl_info{name="start_kind",value="flop"} 1
chip_impl_info{name="synth.area.top_cells",value="sky130_fd_sc_hd__ha_1 19%, sky130_fd_sc_hd__dfrtp_1 12%, sky130_fd_sc_hd__xnor2_1 4.9%"} 1
chip_impl_info{name="timing.critical_path.cells",value="nand4_1 > or3_1 > xnor2_1 > inv_1 > ha_1 > nand3_1 > or2_2 > or4_1 > o31ai_1 > o2111ai_1 > a211oi_1"} 1
chip_impl_metric{name="mappedNetlistArea",unit="um2"} 6100
chip_impl_metric{name="crit_required",unit="ns"} 5.19
chip_impl_metric{name="dpl_worst_slack",unit="ns"} 1.03
chip_impl_metric{name="fillCellCount",unit=""} 1069
chip_impl_info{name="yosys.area.top_type",value="sky130_fd_sc_hd__ha_1"} 1
chip_impl_info{name="outcome",value="finished clean"} 1
cell type report:
class	count	area share [%]
Tap cell	143	2.67
Timing Repair Buffer	37	5.42
Sequential cell	58	18.8
Clock inverter	2	0.580
Inverter	64	3.61
Multi-Input combinational cell	614	66.9
Clock buffer	6	2.08
metal layers:
metal	track usage, %	vias up	share of wire (%)
li1	-	2888	-
met1	44.6	2757	48
met2	44.4	199	44
met3	3.69	21	6.2
met4	4.80	0	1.9
met5	0	-	0
cells by family after synthesis:
family | Yosys count | share of synthesized area [%]
AOI/OAI and AO/OA | 237 | 26.7
latches | 15 | 3.69
and+or+nand+nor | 235 | 19.6
buffers and inverters | 92 | 6.13
muxes | 2 | 0.328
xor gates and xnor gates | 46 | 7.28
other | 1 | 0.0614
DFF | 43 | 16.9
adders and majority gates | 93 | 19.3
worst paths after layout:
check	slack, ns	startpoint	depth (start not counted)	end
worst max register to register	0.95	ballRegX[4]	11	incrementRegY[8]
worst max-delay path	0.95	ballRegX[4]	11	incrementRegY[8]
max in group asynchronous	3.66	reset	3	barRegX[6]
worst min register to register	0.53	ballRegY[9]	1	ballRegY[9]
min in group asynchronous	1.24	reset	3	ballRegX[6]
worst min-delay path	0.53	ballRegY[9]	1	ballRegY[9]
metrics by stage:
step / std cells / util [%]
floorplan: 764 / -
global placement: 916 / 55.9
detailed placement: 916 / 55.9
CTS: 924 / 57.4
global route: 924 / 57.4
finish: 924 / 57.4
power by group:
part / internal [W] / leakage [nW] / switching (W)
registers: 0.000340 / 0.584 / 0.000000909
clock network: 0.000242 / 0.0875 / 0.000140
logic: 0.0000609 / 2.28 / 0.0000765
critical path: cells and delay by family (launching register included):
| kind | cells | cell delay, ns |
|---|---|---|
| and+or+nand+nor | 5 | 1.68 |
| AOI/OAI and AO/OA | 3 | 0.66 |
| DFF | 1 | 0.64 |
| xor gates and xnor gates | 1 | 0.39 |
| adders and majority gates | 1 | 0.35 |
| buffers and inverters | 1 | 0.23 |
sequential cells by signal, indices dropped and copies added, names as in the netlist, 3 cells and up:
signal	cells
barWireX	10
redWire	4
ballRegY	10
blueWire	3
greenWire	4
ballRegX	10
barRegX	10
cell usage after synthesis, types with 5 or more instances:
cell type	count
sky130_fd_sc_hd__and2_1	5
sky130_fd_sc_hd__nor2b_1	10
sky130_fd_sc_hd__xnor2_1	34
sky130_fd_sc_hd__dfrtp_1	30
sky130_fd_sc_hd__o21ai_1	9
sky130_fd_sc_hd__dlxtp_1	10
sky130_fd_sc_hd__o2111ai_1	5
sky130_fd_sc_hd__o21ai_0	48
sky130_fd_sc_hd__o211ai_1	8
sky130_fd_sc_hd__ha_1	91
sky130_fd_sc_hd__or4_1	5
sky130_fd_sc_hd__buf_2	10
sky130_fd_sc_hd__nand4_1	12
sky130_fd_sc_hd__dfxtp_1	11
sky130_fd_sc_hd__a21o_1	18
sky130_fd_sc_hd__inv_1	61
sky130_fd_sc_hd__nor2_1	43
sky130_fd_sc_hd__a211oi_1	12
sky130_fd_sc_hd__and3_1	12
sky130_fd_sc_hd__nor3_1	16
sky130_fd_sc_hd__or3_1	7
sky130_fd_sc_hd__dlxtn_1	5
sky130_fd_sc_hd__nand3_1	18
sky130_fd_sc_hd__a311oi_1	5
sky130_fd_sc_hd__nand2_1	67
sky130_fd_sc_hd__xor2_1	9
sky130_fd_sc_hd__a31oi_1	9
sky130_fd_sc_hd__a21oi_1	42
sky130_fd_sc_hd__clkbuf_1	15
sky130_fd_sc_hd__a2111oi_0	8
sky130_fd_sc_hd__nand2b_1	7
sky130_fd_sc_hd__a21boi_0	5
sky130_fd_sc_hd__o21a_1	9
sky130_fd_sc_hd__o31ai_1	10
sky130_fd_sc_hd__nor4_1	13
Power is estimated from default activity; no workload was simulated.
